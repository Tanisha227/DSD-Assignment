==> design/flow/design.v <==
`timescale 1ns / 1ps
module boolean_exp(
    input  A, B, C, D,
    output Y1, Y2, Y3, Y4, Y5
    );
  assign Y1 = (A ^ B) & (C | ~D);         
  assign Y2 = ~((A & B) | (C & ~D));        
  assign Y3 = (A & B) | (B & C) | (A & C);         
  assign Y4 = (A & (~B | C)) ^ (D & (B | ~C));       
  assign Y5 = ~((A | B) ^ (C & ~D));                 
endmodule
==> design/flow/run.sh <==
#!/bin/bash
# OpenROAD 26Q1-2900-gdf79404cd8, Yosys 0.63+post, stock flow scripts
make -C /OpenROAD-flow-scripts/flow DESIGN_CONFIG=/design/flow/config.mk WORK_HOME=/design/flow/orfs finish
==> design/flow/config.mk <==
export PLATFORM = sky130hd
export DESIGN_NAME = boolean_exp
export DESIGN_NICKNAME = boolean_exp
export VERILOG_FILES = /design/flow/design.v
export SDC_FILE = /design/flow/constraint.sdc
export NUM_CORES = 4
export LEC_CHECK = 1
export CORE_AREA = 10 10 70 70
export DIE_AREA = 0 0 80 80
==> design/flow/constraint.sdc <==
current_design boolean_exp

set clk_period 1.3
set clk_io_pct 0.2

create_clock -name clk0 -period $clk_period

set non_clock_inputs [all_inputs -no_clocks]
set_input_delay [expr $clk_period * $clk_io_pct] -clock clk0 $non_clock_inputs
set_output_delay [expr $clk_period * $clk_io_pct] -clock clk0 [all_outputs]
==> out/qor.yml <==
run_status:
  status: "complete, no violations"
hold_path:
  holdCritStartpoint: "D"
  holdCritPathClass: "in2out"
global_route:
  track_usage: 0.0152
  grt_pass1_wl_um: 828
  grt_pass1_vias: 185
  grt_max_degree: 6
  antenna_found_initial: 0
  grt.overflow.total: 0
cells_and_area:
  final_util: 0.0916
  flops: 0
  syn2layout_area_growth_pct: 181
  drive_above_1_share: 0.688
  clockBufferCount: 0
  fin_area_um2: 313
  final_cell_mix: "buf_2 (6), buf_4 (5), inv_2 (3), ha_4 (2), buf_6 (2)"
  layout_top_cell: "buf_2"
  flop_area_um2: 0
place:
  dpl-instance-area_um2: 282
  gp_congestion: 0.679
  port_buffers: 9
  hpwl_um: 403
synthesis:
  synth_top_area_share: 0.225
  synth_stat.cells: 17
  top_cells_by_area: "ha_1 (22%), inv_1 (13%), a21oi_1 (9.0%)"
  syn_inst: 17
  postSynthSeqShare: 0
  yosys_area_um2: 111
  ys_warn_count: 0
  synth.avg_cell_area_um2: 6.55
  synth_cell_type_count: 12
  synth_area_um2: 111
  yosysTopAreaCell: "ha_1"
timing:
  final-hold-violation-count: 0
  slew_headroom: 0.847
  fin_crit_ns: 1.29
  tightest_slew_ns: 0.228
  slew_violations: 0
  setup_viol: 0
  fmax_ghz: 0.777
  fin_crit_sh: 0.990
  rsz0062_at_grt: "true"
drt:
  detail-route-antenna-nets: 0
  highest-signal-layer: "met3"
  dr.first_iter.drc_count: 4
  dr.pass1.iters: 4
  wl_met2_um: 237
  wl_per_cell_um: 6.86
  vias: 173
  drt_wl_total_um: 535
  drc: 0
  route.met3.wl_um: 55
  m1WireLength_um: 242
  num_antenna_cells: 0
  viasPerCell: 2.22
pwr:
  power_density_nw_per_um2: 268
  peakVddDrop_uv: 29.8
  swShare: 0.414
  clockPowerShare: 0
  power_switching_w: 0.0000347
  seq_power_share: 0
  total_power_w: 0.0000838
  leakage_nw: 0.133
  p_int_w: 0.0000491
  comb_power_share: 1.000
critical_path:
  cp_max_fo: 3
  start_kind: "input pin"
  crit_type: "in2out"
  cp.arrival_ns: 1.03
  critPathCaptureType: "output pin"
  startpoint: "B"
  cp.required_ns: 1.04
clock_tree:
  hold_buffers: 0
die:
  die-height_um: 80
  ios: 9
  initCoreUtil: 0.0326
  core_area_um2: 3420
  rows: 21
  die_w_um: 80
  chipArea_um2: 6400
run:
  max-cap-violations: 0
  warnings: 35
per-stage QoR:
step	TNS (ns)	setup WS (ns)	cells	hold WS, ns
6_report	0	0.0130	78	0.808
5_1_grt	-0.0350	-0.0350	78	0.830
4_1_cts	-0.0335	-0.0335	78	0.909
3_5_place_dp	-3.38	-0.805	75	1.56
3_3_place_gp	-3.34	-0.768	75	1.57
2_1_floorplan	0	0.389	17	0.547
path summary, 6_finish.rpt:
kind,endpoint,cells past startpoint
hold / removal,Y1,3
setup / recovery,Y4,6
worst max-delay path, cell delays in order:
cell	delay (ns)
buf_6	0.09
buf_6	0.11
or2b_1	0.22
a21oi_1	0.16
a311oi_1	0.07
buf_2	0.12
timing repair:
item                                    in CTS  in global routing
endpoints found under the setup margin       5                  4
pin swaps                                    4                  1
setup buffers                                3                  0
cloned                                       0                  0
resized                                     39                  5
cells by family after synthesis:
group	synth area share
xor gates and xnor gates	0.157
AOI/OAI and AO/OA	0.281
and+or+nand+nor	0.202
adders and majority gates	0.225
buffers and inverters	0.135
Yosys cell counts:
cell      number
a21boi_0       1
a21oi_1        2
a311oi_1       1
ha_1           2
inv_1          4
nand2_1        1
nand2b_1       1
nor3_1         1
o21ai_0        1
or2b_1         1
xnor2_1        1
xor2_1         1
power groups by stage:
stage     Clock [W]  Combinational, W  Sequential [W]
5_1_grt           0         0.0000942               0
6_report          0         0.0000838               0
4_1_cts           0         0.0000767               0
layout make-up:
type / count / area [µm²]
timing repair buffer: 15 / 104
tap: 46 / 57.6
inverter: 4 / 15.0
multi-input combinational: 13 / 136
fill: 404 / 3100
layer usage:
layer,vias to the layer above,global-route usage
met4,0,0
met3,0,0.00341
li1,86,-
met1,81,0.0171
met5,-,0
met2,6,0.0297
Power is estimated from default activity; no workload was simulated.
