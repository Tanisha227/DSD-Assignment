<file path="flow/run.sh">
#!/bin/bash
# OpenROAD 26Q1-2900-gdf79404cd8, Yosys 0.63+post, stock flow scripts
make -C /OpenROAD-flow-scripts/flow DESIGN_CONFIG=/design/flow/config.mk WORK_HOME=/design/flow/orfs finish
</file>
<file path="flow/config.mk">
export PLATFORM = sky130hd
export DESIGN_NAME = universal_adder_subtractor
export DESIGN_NICKNAME = universal_adder_subtractor
export VERILOG_FILES = /design/flow/design.v
export SDC_FILE = /design/flow/constraint.sdc
export NUM_CORES = 4
export LEC_CHECK = 1
export CORE_AREA = 10 10 70 70
export DIE_AREA = 0 0 80 80
</file>
<file path="flow/constraint.sdc">
current_design universal_adder_subtractor

set clk_period 4.9
set clk_io_pct 0.2

create_clock -name clk0 -period $clk_period

set non_clock_inputs [all_inputs -no_clocks]
set_input_delay [expr $clk_period * $clk_io_pct] -clock clk0 $non_clock_inputs
set_output_delay [expr $clk_period * $clk_io_pct] -clock clk0 [all_outputs]
</file>
<file path="flow/design.v">
`timescale 1ns / 1ps
module universal_adder_subtractor(
input A0, A1, A2, A3, B0, B1, B2, B3, M,
output C4, S0, S1, S2, S3,V
    );
    assign C0= M;
    assign S0= A0 ^ (B0 ^ M) ^ C0;
    assign C1= (A0 & (B0 ^ M)) | (C0 & (A0 ^ (B0 ^ M)));
    assign S1= A1 ^ (B1 ^ M) ^ C1;
    assign C2= (A1 & (B1 ^ M)) | (C1 & (A1 ^ (B1 ^ M)));
    assign S2= A2 ^ (B2 ^ M) ^ C2;
    assign C3= (A2 & (B2 ^ M)) | (C2 & (A2 ^ (B2 ^ M)));
    assign S3= A3 ^ (B3 ^ M) ^ C3;
    assign C4= (A3 & (B3 ^ M)) | (C3 & (A3 ^ (B3 ^ M)));
    assign V= C3 ^ C4;
endmodule
</file>
==> impl_metrics.csv <==
group,metric,value,unit
timing,slew_headroom,85.7,%
placed_design,detailed_place_hpwl,525,um
synth,ys_warn_count,4,
cts,ctsHoldBuffers,0,
timing,max_freq,220,MHz
synth,logic_family,"adder cells",
routing,antenna_left,0,
worst_setup_path,cp_top_family,"buffers and inverters",
die,core-area,3420,sq um
timing,whs,2920,ps
synth,adder_share,46.2,%
cells_and_area,clock_buffers,0,
worst_setup_path,critPathLaunchType,"input port",
placed_design,place_inst,74,
cells_and_area,regArea,0,sq um
routing,wl_per_cell,7.46,um
synth,syn_area,130,sq um
cts,cts-resized-gates,0,
global_routing,grtUsageTotal,1.67,%
timing,fin_crit,4540,ps
timing,finalHoldViolations,0,
placed_design,gp_congestion,0.789,
synth,ys_area,130,sq um
timing,finalSetupTns,0,ps
worst_setup_path,crit_top_cell,"fa_1",
synth,synth_xor_xnor_area_share,33.7,%
synth,postSynthAreaPerCell,10.0,sq um
worst_setup_path,critPathKind,"in -> out",
die,io_pins,15,
worst_setup_path,crit_buf_inv,4,
synth,top_cells_by_area,"fa_1 (46%), xor2_1 (20%), xnor2_1 (13%), inv_1 (12%), mux2_2 (8.7%)",
synth,synth-seq-area-share,0,%
worst_setup_path,crit_fanout,2,
synth,netlist_instances,13,
die,dieArea,6400,sq um
min_path,hold_path_end,"S0",
synth,ys_sh_aoi,0,%
synth,synth_cell_types,5,
cells_and_area,layout-drive-gt1-share,3.57,%
worst_setup_path,cpPeakStageDelay,500,ps
global_routing,antenna_found_initial,0,
status,status,"completed",
worst_setup_path,cp.arrival,3560,ps
routing,drt_wl_total,552,um
die,die_h,80,um
die,die_x,80,um
routing,vias_per_cell,1.81,
timing,fin_crit_sh,92.6,%
worst_setup_path,worstPathRequired,3920,ps
flow_run,tool_warnings,32,
power,power_density,128,nW/um^2
placed_design,dpl-instance-area,338,sq um
routing,vias,134,
cells_and_area,area_growth,160,%
placed_design,portBuffers,15,
global_routing,grt_pass1_vias,152,
die,initCoreUtil,3.81,%
timing,setup_viol,0,
worst_setup_path,end_kind,"output port",
min_path,hold_path.startpoint,"A0",
timing,worstMarginPinSlew,214,ps
cells_and_area,final_area,338,sq um
synth,ys_cells,13,
min_path,min_path_type,"in -> out",
synth,netlist.area_leader.share,46.2,%
synth,ys_sh_simple,0,%
synth,largest_area_cell,"fa_1",
synth,synth.area.mux_share,8.65,%
global_routing,grt_first_pass_wirelength,800,um
cells_and_area,seq_cells,0,
cells_and_area,stdcell_count,74,
power,p_total,0.0000432,W
timing,slew_viol_final,0,
flow_run,drv_cap,0,
worst_setup_path,crit_path_cell_trace,"clkdlybuf4s50_1, mux2_2, fa_1, inv_1, fa_1, inv_1, fa_1, xnor2_1, clkdlybuf4s50_1",
routing,drtPass1Iterations,1,
timing,rsz0062_at_grt,"no",
global_routing,overflow,0,
routing,drc_errors,0,
power,leakagePower,0.123,nW
routing,antenna_cells,0,
worst_setup_path,crit_slowest_cell,"clkdlybuf4s50_1",
routing,drtIter0Drc,0,
min_path,hold_depth,3,
cts,cts_setup_buffers,0,
die,rows,21,
global_routing,grt_max_degree,5,
power,peakVddDrop,18.2,uV
## power by group
| part | internal, W | leakage, nW | switching [W] |
|---|---|---|---|
| clock network | 0 | 0 | 0 |
| registers | 0 | 0 | 0 |
| logic | 0.0000311 | 0.123 | 0.0000120 |
## area by class of cell
cell class         instances  area (sq um)
inverters                  4          15.0
repair buffers            15           150
fillers                  402          3080
well taps                 46          57.6
multi-input cells          9           115
## logic make-up after synthesis
family and count (synthesis):
xor+xnor 5, fa+ha+maj 3, buf+inv 4, mux 1
## metrics by stage
stage	util [%]	setup slack, ps
floorplan	-	1490
global placement	9.89	339
detailed placement	9.89	331
CTS	9.89	311
global route	9.89	185
finish	9.89	361
## cell usage in the layout (no fill, tap or decap)
| cell type | n |
|---|---|
| clkdlybuf4s50_1 | 15 |
| fa_1 | 3 |
| xnor2_1 | 2 |
| inv_1 | 4 |
| mux2_2 | 1 |
| xor2_1 | 3 |
## cell usage after synthesis
library cell,count
fa_1,3
mux2_2,1
xor2_1,3
xnor2_1,2
inv_1,4
## layer usage
layer	wire (um)	share of wire [%]	track usage, %	up-vias
met5	0	0	0	-
met4	0	0	0	0
met3	117	21	1.25	0
met2	258	47	2.65	9
met1	177	32	1.87	58
li1	-	-	-	67
## worst max path at each step
stage | from | endpoint | slack [ps] | cells after the start
CTS | B0 | V | 310 | 9
global route | B0 | V | 180 | 9
finish | B0 | V | 360 | 9
Power and IR drop assume default switching activity.
